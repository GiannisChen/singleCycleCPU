==> design/flow/design.v <==
module rf (
	input 	[31:0] 	busW,
	input 	[4:0] 	Rw,
	input 	[4:0] 	Ra,
	input 	[4:0] 	Rb,
	input 			clk,
	input			regWr,
	input 			regL,
	input 	[31:0] 	curPC,
	output 	[31:0] 	busA,
	output	[31:0] 	busB
);
	reg		[31:0] 	register[0:31];
	initial begin
		register[0] 	= 0; 
	end
	assign busA = (Ra != 0)? register[Ra]: 0;
	assign busB = (Rb != 0)? register[Rb]: 0;
	always @ ( posedge clk ) begin
		if ((regWr == 1)) begin
			if(regL == 1) 
				register[31] <= curPC + 32'h0000_0004;
			else if(Rw != 0)
				register[Rw] <= busW;
		end
	end
endmodule  
==> design/flow/run.sh <==
#!/bin/bash
# OpenROAD 26Q1-2900-gdf79404cd8, Yosys 0.63+post, stock flow scripts
make -C /OpenROAD-flow-scripts/flow DESIGN_CONFIG=/design/flow/config.mk WORK_HOME=/design/flow/orfs finish
==> design/flow/config.mk <==
export PLATFORM = sky130hd
export DESIGN_NAME = rf
export DESIGN_NICKNAME = rf
export VERILOG_FILES = /design/flow/design.v
export SDC_FILE = /design/flow/constraint.sdc
export NUM_CORES = 4
export LEC_CHECK = 1
export CORE_UTILIZATION = 30
==> design/flow/constraint.sdc <==
current_design rf

set clk_period 7.5
set clk_io_pct 0.2

create_clock -name clk0 -period $clk_period [get_ports {clk}]

set non_clock_inputs [all_inputs -no_clocks]
set_input_delay [expr $clk_period * $clk_io_pct] -clock clk0 $non_clock_inputs
set_output_delay [expr $clk_period * $clk_io_pct] -clock clk0 [all_outputs]
==> CHANGELOG.md <==
## Implementation

* Initial antenna violation count at 7
* Die X at 403 um
* RSZ-0062 raised after global routing: no
* Max-Cap Viols at 0
* Root Buffer: clkbuf_16
* Fmax at 157 MHz
* Final-report max-slew violation count at 0
* Post-DR wirelength/cell at 32.0 um
* Worst hold-check path type: input pin to flop
* Period utilization at 85.1%
* GRT Resource Usage Total at 21.3%
* Ratio of cells with drive above 1 in the final layout at 30.5%
* Most numerous logic cells after layout: edfxtp_1 (1024), mux4_2 (448), mux2i_1 (192)
* Clock-pin slew on the worst setup and hold paths at 60 ps
* Post-cts resize count at 0
* Number of enable flip-flop cells at 1024
* Setup tns final at 0 ps
* Number of routed nets with antenna violations at 0
* Chip Area, Yosys at 48300 um2
* CP Class: input pin to output port
* Unique cell types at 51
* Pwr Total at 12800 uW
* Hold EP: register[23][5]
* Die Ht at 403 um
* Startpoint Class: input pin
* Cells after Synth at 2582
* Ys flops at 1024
* Drt pass-1 iters at 5
* Final core occ at 35.5%
* Log Warnings at 26
* WHS Path Cells at 4
* Postcts setup bufs at 0
* Overflow after GRT at 0
* DRT Wirelength at 161 mm
* Dominant synthesized flop cell: edfxtp_1
* Worst hold start: busW[5]
* Num CTS Buffers at 102
* Max reg flops at 1024
* Via density at 5.69
* # port buffers at 145
* Seq share, synth at 63.7%
* Worst slew pin tran at 971 ps
* Slew headroom at 35.0%
* Mapped Area at 48300 um2
* Die area at 162000 um2
* Core area at 159000 um2
* CTS H-Tree Depth at 3
* RePlAce Congestion at 0.941
* Clk buf depth at 3
* CTS tree: built
* Ys async rst share at 0%
* First-pass GRT wire length at 227 mm
* Starting Density at 30.3%
* Largest net degree at the start of global routing at 79
* Total leakage power at 0.0176 uW
* Worst setup EP type: output port
* Final hold violation count at 0
* CP required at 6000 ps
* Mean post-synth cell area at 18.7 um2
* HPWL Detailed at 101 mm
* Clock Sinks at 1024
* CP Max Fanout at 39
* Final setup viols at 0
* Row Count at 146
* Worst IR Drop VDD at 0.000159 V
* Pwr dens at 226 nW/um2
* Status: completed
* YS warnings at 1
* Top logic cell by instance count in the layout: edfxtp_1
* Worst Path Arrival at 4880 ps
* Initial DRC count at 2156
* Io pins at 146
* Synth area leaders: edfxtp_1 (64%), mux4_2 (21%), mux2i_1 (4.0%), nand2_1 (1.0%), a22oi_1 (1.0%)
* Area grow syn2layout at 17.2%
* Area leader, netlist: edfxtp_1
* Top cell area share at 63.7%
* Min Tclk post-route at 6380 ps
* # DRC at 0
* Top reg by flops: register
* Top Registers: register (1024)
* # Cells Yosys at 2582
* CTS Hold Buffers Added at 0
* Vias in the first global route at 31319
* Vias at 28647
## metal layers
layer	global-route usage, %	share of wire, %	vias to the layer above
met4	6.41	3.9	22
met1	22.6	31	14429
li1	-	-	11585
met5	4.22	0.56	-
met3	19.6	21	348
met2	30.0	44	2263
## cell families after synthesis
family	count (synthesis)	synth area share, %
AND-OR/OR-AND	350	5.39
AND/OR/NAND/NOR	296	2.98
buffers and inverters	226	2.01
XOR/XNOR	12	0.218
flip-flops	1024	63.7
other	1	0.00777
multiplexers	672	25.6
adder cells (fa/ha/maj)	1	0.0259
## per-stage QoR
step	cell area (um2)	hold WS, ps	worst slack, ps	cells
after floorplan	48400	2050	1490	2613
after global placement	53400	2460	1210	4850
after detailed placement	53400	2460	1210	4850
after CTS	56600	1700	1200	5038
after global routing	56600	1760	1020	5039
final	56600	1740	1120	5039
## Yosys cell counts (all sizes together) (2+ instances only)
library cell	n
edfxtp	1024
mux4	448
mux2i	192
nand2	133
clkbuf	119
buf	98
o21ai	65
a22oi	64
o2111ai	50
a31oi	47
nor2	45
nor2b	37
a211oi	32
a221o	32
a311oi	32
mux2	32
nand3	17
a221oi	14
inv	9
nand4	9
or4	9
nor3	8
and4	7
nor4	7
or3	7
and3	6
o31ai	6
xnor2	6
xor2	6
nand2b	4
a21oi	3
a21o	2
and2	2
or2	2
## worst max-delay path: stages
cell and delay [ps]:
buf_4 490, buf_4 670, mux4_2 350, mux2i_1 70
a221o_1 390, a31oi_1 720, clkdlybuf4s50_1 610
## power by group
part | total [uW] | internal (uW) | switching [uW]
Combinational | 1350 | 556 | 798
Clock | 4940 | 2720 | 2230
Sequential | 6470 | 6440 | 32.0
Total | 12800 | 9720 | 3060
## worst max path at each step
stage,end,cells after the start,start,slack (ps)
6_report,busB[18],7,Rb[1],1120
4_1_cts,busB[18],7,Rb[1],1200
5_1_grt,busB[18],7,Rb[1],1020
## final cells by class
type / count / area (um2)
Tap cell: 2146 / 2690
Clock inverter: 63 / 534
Inverter: 9 / 38.8
Timing Repair Buffer: 308 / 2810
Sequential cell: 1024 / 30700
Clock buffer: 125 / 2640
Fill cell: 14657 / 103000
Antenna cell: 1 / 2.50
Multi-Input combinational cell: 1363 / 17100
Power is estimated from default activity; no workload was simulated.
