<file path="flow/design.v">
module alu (
	input 	[4:0] 		aluOp,
	input 	[31:0] 		busA,
    input   [31:0]      busB,
	input 	[10:6]		shf,
	output 				zero,
	output reg 	[31:0] 	result
);
	assign zero = (result == 0)? 1: 0;
	wire [31:0] high = {1'b1,{31{1'b0}}};
    wire SLTUA = busA ^ high;
    wire SLTUB = busB ^ high;
	always @ ( aluOp or busA or busB ) begin
		case (aluOp)
			5'b00000: result = busA + busB;
            5'b00001: result = busA - busB;
            5'b00010: result = (busA < busB) ? 1 : 0;
            5'b00011: result = busA & busB;
            5'b00100: result = ~(busA | busB);
            5'b00101: result = busA | busB;
            5'b00110: result = busA ^ busB;
            5'b00111: result = busB << shf;
            5'b01000: result = busB >> shf;
            5'b01001: result = (SLTUA < SLTUB) ? 1 : 0;
            5'b01100: result = busB << busA;
            5'b01101: result = ($signed(busB)) >>> shf;
            5'b01110: result = ($signed(busB)) >>> busA;
            5'b01111: result = busB >> busA;
            5'b10000: result = {busB[15:0],16'd0};
			default: result = 32'h0000_0000;
		endcase
	end
endmodule  
</file>
<file path="flow/run.sh">
#!/bin/bash
# OpenROAD 26Q1-2900-gdf79404cd8, Yosys 0.63+post, stock flow scripts
make -C /OpenROAD-flow-scripts/flow DESIGN_CONFIG=/design/flow/config.mk WORK_HOME=/design/flow/orfs finish
</file>
<file path="flow/config.mk">
export PLATFORM = sky130hd
export DESIGN_NAME = alu
export DESIGN_NICKNAME = alu
export VERILOG_FILES = /design/flow/design.v
export SDC_FILE = /design/flow/constraint.sdc
export NUM_CORES = 4
export LEC_CHECK = 1
export CORE_UTILIZATION = 30
</file>
<file path="flow/constraint.sdc">
current_design alu

set clk_period 22.2
set clk_io_pct 0.2

create_clock -name clk0 -period $clk_period

set non_clock_inputs [all_inputs -no_clocks]
set_input_delay [expr $clk_period * $clk_io_pct] -clock clk0 $non_clock_inputs
set_output_delay [expr $clk_period * $clk_io_pct] -clock clk0 [all_outputs]
</file>
==> notes.md <==
fresh numbers from the pnr run: Max stage delay on crit path=1.05 ns, Setup-failing EPs final=0, CTS Hold Bufs=0, drt first pass iters=6, power density over the cells=27.9 nW/um^2, setup TNS=0 ns, io pins=107, Die Width=211 um, met1 WL=~40000 um, Startpoint Class=input pin, Final min period=16.55 ns, wire length per cell=37.7 um, vias in the first global route=17.5k, Remaining DRCs=0, global-route wire length before repair=142000 um, Post-Place Setup Slack=6.10 ns, CP Cell Sequence=clkdlybuf4s50_1 -> nor2_1 -> nand2_2 -> a311oi_1 -> mux2i_1 -> and3_1 -> a2111oi_0 -> and3_1 -> nand4_1 -> or4_1 -> nor4_1 -> nand4b_1 -> or4b_1 -> nor4b_2 -> clkdlybuf4s50_1, Tool Warnings=96, Total Power=423 uW, max-slew violation count=0, initial antenna violation count=11, hold slack final=approximately 10 ns, GPL Wtd Cong=1.15, Area leader share=9.12%, Rows=76, Worst path slowest cell=a311oi_1, WS Path Type=input pin to output port, CP max FO=30, yosys stat cell total=2126, area taken by flip-flops and latches=0 sq um, Die Y=211 um, Hold Fails Final Rpt=0, crit path DRT=17.76 ns, Finished Core Util=35.2%, Worst Setup End Kind=output port, Routed met3 length=13000 um, leakage=5.79 nW, Yosys chip area=13200 sq um, sw power=approximately 290 uW, headroom to the max-slew limit=approximately 12%, DP HPWL=80200 um, outcome=finished, final reports clean, total gr overflow=0, cycle use final=between 70% and 80%, Area Growth Syn to Fin=15.3%, worst min-delay path category=input pin to output port, Cell area leaders=ha_1 (9.1%), a21oi_1 (7.2%), nand2_1 (7.2%), fin worst setup slack=around 5.7 ns, initial drt markers=2887, mapped cell area=13200 sq um, Cell Type Count=92, Final ANT Viol Nets=0, port buffer count=107, Switching Share=67.6%, Flop Count=0, WL met2=between 40000 and 50000 um, Total GRT Usage=a little under half, RSZ-0062 raised after global routing=false, largest net degree at the start of global routing=56, Crit path arrival time=12.11 ns, VDD IR max=0.0000117 V, Via Count=19.5k, CP delay by family, top=simple AND/OR/NAND/NOR gates, Post-CTS Setup Inserts=0, Yosys top cell by area=ha_1, max cap viols=0, Resized Gates After CTS=0, Slew @ Worst Pin=1.28 ns, vias per cell=7.08, core region area=around 43000 sq um, Routed WL=about 100000 um, die area=44700 sq um, CLK BUF=0, P_int=137 uW, Top Layer Used=met5, share of layout cells above drive strength 1=8.76%, Max Clock Freq=~60 MHz, synth warn=1, WP buf/inv=2, Post-Synthesis Cells=2126, Init Core Util=30.5%, Avg Inst Size Synth=6.19 sq um, Seq/Total Area, Yosys=0%
[metal layers]
layer | vias up | track usage (%)
met2 | 1567 | 66.0
met1 | 9265 | 58.6
met3 | 380 | 15.5
met5 | - | 0
li1 | 8280 | -
met4 | 4 | 31.4
[cell usage in the layout, fill, tap and decap left out, drive strengths merged, types with 15 or more instances in the layout]
master / instances
a2111oi: 37
a211o: 26
a211oi: 87
a21o: 23
a21oi: 192
a221oi: 34
a22oi: 23
a311oi: 27
a31oi: 39
and3: 16
buf: 135
clkdlybuf4s50: 107
ha: 96
inv: 99
mux2i: 61
nand2: 253
nand2b: 53
nand3: 52
nor2: 164
nor3: 81
nor4: 37
o211ai: 57
o21ai: 136
o221ai: 24
o22ai: 19
o311ai: 17
xnor2: 15
[cell families (layout without fill, tap and decap cells)]
logic type	after synthesis	in the layout	synth area share, %
other	0	10	0
AND-OR/OR-AND	880	880	46.8
buffers and inverters	311	342	9.54
adder cells (fa/ha/maj)	98	98	9.43
multiplexers	76	76	6.09
XOR/XNOR	19	19	1.26
AND/OR/NAND/NOR	742	742	26.9
[path summary, 6_finish.rpt]
| check | start | endpoint | slack [ns] | cells past startpoint |
|---|---|---|---|---|
| max | aluOp[0] | zero | 5.65 | 15 |
| min | busB[6] | result[22] | 10.48 | 5 |
[final cells by class]
class | count | area, sq um
Fill cell | 4755 | 28000
Multi-Input combinational cell | 1815 | 12000
Timing Repair Buffer | 242 | 2080
Tap cell | 585 | 732
Inverter | 100 | 375
Antenna cell | 10 | 25.0
[stage by stage]
stage	std cells	cell area [sq um]
detailed placement	2742	15200
CTS	2742	15200
finish	2752	15200
global route	2746	15200
floorplan	2126	13200
global placement	2742	15200
[cell usage after synthesis, types with 26 or more instances]
cell / count
nand2_1: 251
a21oi_1: 189
nor2_1: 164
clkbuf_1: 148
o21ai_0: 130
inv_1: 99
ha_1: 96
a211oi_1: 86
nor3_1: 80
mux2i_1: 61
o211ai_1: 57
nand2b_1: 53
nand3_1: 52
buf_2: 41
a31oi_1: 39
a2111oi_0: 37
nor4_1: 37
a221oi_1: 33
a211o_1: 26
a311oi_1: 26
[power groups by stage]
stage,clock (mW),combinational (mW),sequential [mW]
after CTS,0,0.403,0
after global routing,0.000000000170,0.435,0
Power figures rest on the tool's default switching activity, not on a simulated workload.
